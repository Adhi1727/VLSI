## /design/flow/design.v

```verilog
module arithmetic_opr(
input [7:0] a,b,
output [7:0] sum,sub,mul,div,mod
);
assign sum = a+b;
assign sub = a-b;
assign mul = a*b;
assign div = a/b;
assign mod = a%b;
endmodule
```

## /design/flow/run.sh

```bash
#!/bin/bash
# OpenROAD 26Q1-2900-gdf79404cd8, Yosys 0.63+post, stock flow scripts
make -C /OpenROAD-flow-scripts/flow DESIGN_CONFIG=/design/flow/config.mk WORK_HOME=/design/flow/orfs finish
```

## /design/flow/config.mk

```make
export PLATFORM = sky130hd
export DESIGN_NAME = arithmetic_opr
export DESIGN_NICKNAME = arithmetic_opr
export VERILOG_FILES = /design/flow/design.v
export SDC_FILE = /design/flow/constraint.sdc
export NUM_CORES = 4
export LEC_CHECK = 1
export CORE_UTILIZATION = 50
```

## /design/flow/constraint.sdc

```tcl
current_design arithmetic_opr

set clk_period 28.8
set clk_io_pct 0.2

create_clock -name clk0 -period $clk_period

set non_clock_inputs [all_inputs -no_clocks]
set_input_delay [expr $clk_period * $clk_io_pct] -clock clk0 $non_clock_inputs
set_output_delay [expr $clk_period * $clk_io_pct] -clock clk0 [all_outputs]
```

==> flow_summary_export.csv <==
group,metric,value,unit
final_timing,fmax,41.4,MHz
place,dp.cells,569,
detailed_routing,drt_iter0_drc,149,
grt,grt_pass1_wl,14500,um
worst_setup_path,worst-path-max-fanout,14,
cts,cts_resized,0,
power,intPower,0.0775,mW
final_timing,finalHoldViolations,0,
power,swShare,0.441,
detailed_routing,first_pass_iters,4,
final_timing,tightest_slew,646,ps
worst_setup_path,start_kind,"primary input",
power,powerDensity,35.3,nW/um^2
outcome,status,"finished, final reports clean",
cts,post_cts.repair.setup_buffers,0,
floorplan,chip_area,6940,sq um
final_timing,holdWs,12660,ps
place,dp_hpwl,6960,um
final_timing,rsz0062_at_grt,"no",
hold_path,min_path_type,"in -> out",
power,power_frac_comb,1.000,
place,numPortBuffers,56,
synthesis,yosysCellCount,445,
detailed_routing,via_per_inst,5.38,
floorplan,rows,29,
grt,grt_pass1_vias,2976,
floorplan,die-height,83.3,um
synthesis,avgSynthCellArea,7.43,sq um
detailed_routing,drcViolationCount,0,
worst_setup_path,cpMostUsedCell,"a21oi_1",
floorplan,io_pins,56,
finish,clockBufferCount,0,
power,p_sw,0.0611,mW
synthesis,synth.yosys.seq_area_share,0,
final_timing,period_needed,24160,ps
finish,stdcell_area,3920,sq um
hold_path,min_path_cells,3,
cts,ctsHoldBuffers,0,
detailed_routing,vias,3063,
grt,grt_max_degree,15,
synthesis,synth_top_cell_by_count,"ha_1",
worst_setup_path,cp.buffers_inverters,6,
detailed_routing,diodes,0,
finish,post-route-util,0.618,
final_timing,fin_crit_sh,0.839,
floorplan,die_w,83.3,um
final_timing,slew_viol_final,0,
synthesis,ys_types,60,
worst_setup_path,cpLargestDelayFamily,"AND-OR/OR-AND gates",
power,seqPwrFrac,0,
detailed_routing,antenna_left,0,
flow_run,cap_violations,0,
grt,grt_use_total,0.260,
power,p_clk_frac,0,
worst_setup_path,cp-end-kind,"output port",
power,p_leak,1.86,nW
hold_path,hold-path-endpoint,"mul[0]",
synthesis,top_area_cell,"ha_1",
synthesis,synthCells,445,
finish,ff_count,0,
finish,area_growth,18.7,%
synthesis,yosys_area,3310,sq um
final_timing,max_slew_margin,0.569,
detailed_routing,post_drt_wl_per_cell,14.7,um
detailed_routing,wirelength,8340,um
worst_setup_path,cp.arrival,18400,ps
floorplan,initial_utilization,0.521,
flow_run,openroad.warnings,46,
place,place_area,3920,sq um
worst_setup_path,crit_slowest_cell,"clkdlybuf4s50_1",
power,ir_drop,0.0327,mV
place,gp_routability_congestion,0.955,
grt,gr-total-overflow,0,
finish,ff_latch_area,0,sq um
floorplan,core,6350,sq um
worst_setup_path,cp_slowest_stage_delay,580,ps
synthesis,yosysWarningCount,0,
final_timing,setup_viol,0,
final_timing,setup-tns-final,0,ps
worst_setup_path,worstPathRequired,23040,ps
synthesis,synth.cell_area,3310,sq um
finish,layout.cells.non_filler,569,
synthesis,top_cells_by_count,"ha_1 (71), inv_1 (61), nor2_1 (39)",
synthesis,synthTopCellsByArea,"ha_1 (27%), fa_1 (9.1%), xnor2_1 (8.7%)",
finish,drive_above_1_share,0.0407,
grt,antenna_found_initial,0,
worst_setup_path,worstSetupPathType,"in -> out",
synthesis,top_area_frac,0.269,
hold_path,hold_path.startpoint,"a[0]",
-- per-stage QoR --
stage	setup WS [ps]	total power [mW]
2_1_floorplan	7040	0.0847
3_3_place_gp	4860	0.139
3_5_place_dp	4760	0.138
4_1_cts	4680	0.140
5_1_grt	3550	0.156
6_report	4640	0.139
-- cells by family after synthesis --
family	count (synthesis)	synth area share
xor+xnor	44	0.117
simple gates	118	0.169
mux	13	0.0435
compound gates	111	0.224
buf+inv	73	0.0870
fa+ha+maj	86	0.359
-- final cells by class --
class	count	area [sq um]
well taps	77	96.3
repair buffers	58	576
multi-input cells	372	3020
inverters	62	233
fillers	582	2430
-- worst max path at each step --
| stage | slack (ps) | endpoint | depth (start not counted) | startpoint |
|---|---|---|---|---|
| after CTS | 4680 | mod[6] | 50 | b[7] |
| after global routing | 3550 | mod[6] | 50 | b[7] |
| final | 4640 | mod[6] | 50 | b[7] |
-- layout by cell type (no fill, tap or decap), types with 2 or more instances in the layout --
cell,count
mux2_2,7
nor2b_1,5
and2_1,5
xor2_1,11
a31oi_1,4
buf_4,2
a311oi_1,2
o21a_1,12
nor3_1,9
nand3_1,5
o21ai_1,2
a21oi_1,32
o211ai_1,4
or3b_2,2
nor2_1,39
nand2b_1,2
o21bai_1,4
mux2i_1,5
nand2_1,35
or2_2,2
o31ai_1,4
o21ai_0,21
xnor2_1,33
a21o_1,9
ha_1,71
inv_1,61
fa_1,15
or3_1,4
clkdlybuf4s50_1,56
-- layer usage --
layer  global-route usage  vias to the layer above  part of all wire
li1                     -                     1623                 -
met1                0.417                     1362              0.52
met2                0.402                       72              0.42
met3               0.0232                        6             0.051
met4               0.0219                        0            0.0064
met5                    0                        -                 0
-- power by group through the flow --
| stage | Combinational, mW | Clock, mW | Sequential [mW] |
|---|---|---|---|
| after CTS | 0.140 | 0 | 0 |
| after global routing | 0.156 | 0 | 0 |
| final | 0.139 | 0 | 0 |
No activity file was given, so power comes from the tool's default toggle rates.
