File: /design/flow/config.mk
export PLATFORM = sky130hd
export DESIGN_NAME = alu_task_func
export DESIGN_NICKNAME = alu_task_func
export VERILOG_FILES = /design/flow/design.v
export SDC_FILE = /design/flow/constraint.sdc
export NUM_CORES = 4
export LEC_CHECK = 1
export CORE_AREA = 10 10 84 84
export DIE_AREA = 0 0 94 94
File: /design/flow/constraint.sdc
current_design alu_task_func

set clk_period 3.6
set clk_io_pct 0.2

create_clock -name clk0 -period $clk_period

set non_clock_inputs [all_inputs -no_clocks]
set_input_delay [expr $clk_period * $clk_io_pct] -clock clk0 $non_clock_inputs
set_output_delay [expr $clk_period * $clk_io_pct] -clock clk0 [all_outputs]
File: /design/flow/design.v
module alu_task_func(input [7:0] a,b,input[1:0] sel,output reg[7:0]result);
function [7:0] add_func;
input [7:0] x,y;
begin 
   add_func=x+y;
end
endfunction
task alu_func;
	input[7:0] x,y;	
	input[1:0]op;
	output[7:0]r;
	begin
	 case(op)
		2'b01:r=x-y;
		2'b10:r=x&y;
		2'b11:r=x|y;
	 endcase
	end
endtask
always @(*) begin
case (sel)
		2'b00:result=add_func(a,b);
		default:alu_func(a,b,sel,result);
endcase
end
endmodule
File: /design/flow/run.sh
#!/bin/bash
# OpenROAD 26Q1-2900-gdf79404cd8, Yosys 0.63+post, stock flow scripts
make -C /OpenROAD-flow-scripts/flow DESIGN_CONFIG=/design/flow/config.mk WORK_HOME=/design/flow/orfs finish
==> impl_metrics.py <==
# Flow results
metrics = {
    "floorplanning": {
        "dieHeight_um": 94,
        "rows": 26,
        "ios": 26,
        "coreArea_um2": 5200,
        "fp_util_pct": 20.3,
        "dieWidth_um": 94,
        "die_area_um2": 8840,
    },
    "hold_path": {
        "worstHoldEndpoint": "result[5]",
        "hold_start": "b[5]",
        "hold_path.class": "input pin to output port",
        "holdPathStages": 7,
    },
    "finish": {
        "drive_gt1_share_pct": 28.9,
        "area_growth_pct": 63.6,
        "nClkBuffers": 0,
        "regArea_um2": 0,
        "flops": 0,
        "stdcell_area_um2": 1730,
    },
    "drt": {
        "num_vias": 1181,
        "viasPerCell": 4.31,
        "ant_nets": 0,
        "antenna_cells": 0,
        "wirelength_um": 2980,
        "wl_per_cell_um": 10.9,
        "drc": 0,
        "first_pass_iters": 5,
        "dr.first_iter.drc_count": 33,
    },
    "critical_path": {
        "cp_slowest_cell": "clkdlybuf4s50_1",
        "max_stage_delay_ps": 420,
        "critPathBufInv": 3,
        "start_kind": "input pin",
        "endpoint_kind": "output port",
        "cp_cell_sequence": "clkdlybuf4s50_1, buf_4, ha_1, o311a_1, o21ba_2, or4_1, nand4_1, dlygate4sd2_1",
        "critical_path_class": "input pin to output port",
        "worstPathArrival_ps": 2750,
        "cp_top_family": "buffers and inverters",
        "worst-path-max-fanout": 3,
        "crit_required_ps": 2880,
    },
    "logic_synthesis": {
        "syn-cell-area_um2": 1050,
        "syn_avg_cell_area_um2": 7.13,
        "syn_inst": 148,
        "ys_types": 40,
        "ys_chip_area_um2": 1050,
        "postSynthSeqShare_pct": 0,
        "yosysTopAreaCell": "ha_1",
        "synthDominantCellAreaShare_pct": 28.5,
        "ys_warn_count": 1,
        "yosys-top-cells-area": "ha_1 28%, inv_1 8.9%, a21oi_1 4.3%, o21ai_0 4.3%, fa_1 3.8%",
        "yosysCellCount": 148,
    },
    "place": {
        "hpwlAfterDp_um": 2550,
        "place_congestion": 0.875,
        "postPlaceCellArea_um2": 1640,
        "port_buffers": 26,
    },
    "flow_run": {
        "warning_count": 48,
        "drv_cap": 0,
    },
    "clock_network": {
        "postCtsHoldBufs": 0,
    },
    "timing": {
        "finalSetupViolations": 0,
        "drv_slew": 0,
        "finalSetupTns_ps": 0,
        "holdWs_ps": 2280,
        "worst_slew_pin_slew_ps": 347,
        "finalHoldViolCount": 0,
        "fmax_ghz": 0.288,
        "period_needed_ps": 3470,
        "maxSlewHeadroom_pct": 76.7,
        "finalCritPeriodShare_pct": 96.4,
    },
    "grt": {
        "grt-ovfl-total": 0,
        "grtUsageTotal_pct": 6.72,
        "grt_pass1_wl_um": 5040,
        "antenna_found_initial": 0,
        "grt_pass1_vias": 1167,
        "grt_max_degree": 15,
    },
    "status": {
        "status": "finished clean",
    },
    "power_and_ir_drop": {
        "peakVddDrop_mv": 0.0513,
        "power_uw": 234,
        "cellLeakagePower_nw": 0.866,
        "pwr_density_cell_nw_per_um2": 135,
    },
}
## layer usage
metal	share of wire, %	wire length (um)	up-vias	track usage, %
li1	-	-	627	-
met1	48	1420	528	8.83
met2	46	1380	22	11.7
met3	4.3	129	4	0.727
met4	1.7	51	0	1.01
met5	0	0	-	0
## power by group
part / switching (mW) / total [mW] / internal [mW] / leakage [nW]
clock network: 0 / 0 / 0 / 0
logic: 0.0992 / 0.234 / 0.134 / 0.866
registers: 0 / 0 / 0 / 0
total: 0.0992 / 0.234 / 0.134 / 0.866
## cells in the mapped netlist (3+ instances only)
cell type  number
nand2_1        10
a221oi_1        3
clkbuf_1        3
ha_1           24
o21ai_0         9
a21oi_1         9
nor2b_1         3
a211oi_1        3
buf_2           3
inv_1          25
nand2b_1        6
a21o_1          5
nor2_1          7
## logic make-up after synthesis
logic type | synth area share, %
XOR/XNOR | 1.66
adder cells (fa/ha/maj) | 32.3
multiplexers | 5.10
AND-OR/OR-AND | 31.2
buffers and inverters | 11.4
AND/OR/NAND/NOR | 18.4
## worst max path at each step
stage / cells after the start / from / slack (ps) / end
4_1_cts: 9 / b[4] / 2 / result[7]
6_report: 8 / a[2] / 130 / result[5]
5_1_grt: 9 / a[2] / -0.7 / result[3]
## layout make-up
type | instances | area (um^2)
Fill cell | 566 | 3480
Inverter | 25 | 93.8
Multi-Input combinational cell | 117 | 1010
Tap cell | 70 | 87.6
Timing Repair Buffer | 62 | 533
## stage by stage
stage	cells	setup slack, ps	utilization, %
floorplan	148	616	-
global placement	272	-439	31.6
detailed placement	272	-448	31.6
CTS	273	2.45	32.8
global route	274	-0.737	33.1
finish	274	129	33.1
## placed cells by master (no fill, tap or decap), types with 3 or more instances in the layout
cell              n
inv_2             4
ha_1             19
nor2b_1           3
a21o_1            5
dlygate4sd2_1     8
a21oi_1           8
o21ai_0           8
ha_4              3
nand2_1          10
nor2_1            7
nand2b_1          5
clkdlybuf4s50_1  15
inv_1            21
buf_4            35
a211oi_1          3
## repair_timing
| action | in CTS | in global routing |
|---|---|---|
| endpoints found under the setup margin | 7 | 4 |
| pin swaps | 9 | 4 |
| setup buffers | 1 | 1 |
| resized | 23 | 9 |
Power and IR drop assume default switching activity.
