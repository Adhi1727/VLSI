## ./constraint.sdc

```tcl
current_design seq_dec1001_nover

set clk_period 1.5
set clk_io_pct 0.2

create_clock -name clk0 -period $clk_period [get_ports {clk}]

set non_clock_inputs [all_inputs -no_clocks]
set_input_delay [expr $clk_period * $clk_io_pct] -clock clk0 $non_clock_inputs
set_output_delay [expr $clk_period * $clk_io_pct] -clock clk0 [all_outputs]
```

## ./config.mk

```make
export PLATFORM = sky130hd
export DESIGN_NAME = seq_dec1001_nover
export DESIGN_NICKNAME = seq_dec1001_nover
export VERILOG_FILES = /design/flow/design.v
export SDC_FILE = /design/flow/constraint.sdc
export NUM_CORES = 4
export LEC_CHECK = 1
export CORE_AREA = 10 10 70 70
export DIE_AREA = 0 0 80 80
```

## ./design.v

```verilog
module seq_dec1001_nover(
input clk,rst,in,
output z
);
parameter s0 = 4'h1;
parameter s1 = 4'h2;
parameter s2 = 4'h3;
parameter s3 = 4'h4;
reg [3:0] state,next_state;
always @(posedge clk) begin
	if(!rst) begin
		state <= s0;
	end
	else state <= next_state;
end
	always @(state or in) begin
	    case(state)
	        s0:begin
	         	if(in==0) next_state = s0;
		        else next_state = s1;
		   end
		s1:begin
			if(in==0) next_state = s2;
			else next_state = s1;
		   end
	        s2:begin
			if(in==0) next_state = s3;
			else next_state = s1;
		   end
		s3:begin
			if(in==0) next_state = s0;
			else next_state = s0;
		   end
		default: next_state = s0;
	  endcase
  	end
	assign z = (state==s3)&&(in==1)?1:0;
endmodule
```

## ./run.sh

```bash
#!/bin/bash
# OpenROAD 26Q1-2900-gdf79404cd8, Yosys 0.63+post, stock flow scripts
make -C /OpenROAD-flow-scripts/flow DESIGN_CONFIG=/design/flow/config.mk WORK_HOME=/design/flow/orfs finish
```

==> impl_metrics.yaml <==
# physical design summary
worst_setup_path:
  start_kind: "input port"
  crit_required_ns: 1.20
  arrival_ns: 1.16
  ff2ff_setup_slack_ns: 0.76
  path_class: "input port to primary output"
  critPathMaxFanout: 5
  end_kind: "primary output"
finish:
  fin_area_sq_um: 240
  top_regs: "state: 4 flops"
  drive_gt1_frac: 0.250
  fillers: 415
  syn2layout_area_growth_pct: 86.4
  fin_cells: 63
  largest_register_ffs: 4
  top_register: "state"
pwr:
  internal_power_mw: 0.209
  power.density_nw_per_um2: 1080
  p_switching_mw: 0.0500
  clkPwrFrac: 0.515
  ir_worst_vdd_v: 0.000202
  power_frac_seq: 0.439
  leakage_nw: 0.0865
  combPwrFrac: 0.046
  swShare: 0.194
final_timing:
  slew_viol_final: 0
  period_needed_ns: 1.46
  tightest_slew_ns: 0.143
  fmax_ghz: 0.683
  clock_skew_ns: 0.00428
  slew_headroom: 0.904
  finalClockPeriodUsage: 0.976
  setup-violations-final: 0
  finalHoldViolCount: 0
  rsz0062_at_grt: "false"
floorplan:
  die_h_microns: 80
  core_sq_um: 3420
  ioPinCount: 4
  fp-utilization: 0.0377
  die-width_microns: 80
  rows: 21
  die-area_sq_um: 6400
hold_path:
  hp-class: "flop to flop"
logic_synthesis:
  edf_count: 0
  ys_seq_frac: 0.621
  ys_cells: 10
  postSynth.asyncResetShare: 0
  synth_area_sq_um: 129
  synth_cell_types: 7
  yosysMostFrequentCell: "dfxtp_1"
  yosysWarnings: 1
  ys_ff: 4
  yosys_area_sq_um: 129
  syn_area_per_cell_sq_um: 12.9
  netlist.area_leader.share: 0.621
  synthCells: 10
  area_leaders: "dfxtp_1 (62%), and3b_2 (7.8%), o311a_1 (7.8%)"
  synth_area_leader_cell: "dfxtp_1"
  synthFlopType: "dfxtp_1"
global_routing:
  grt-ovfl-total: 0
  grt_pass1_wl_microns: 448
  grt_max_degree: 6
  antenna_found_initial: 1
  grt.total_usage: 0.0109
  grt_pass1_vias: 98
route:
  drt_iter0_drc: 10
  drc: 0
  ant_nets: 0
  vias_per_cell: 1.62
  detail_route.wl_per_cell_microns: 4.92
  via_count: 102
  dr.pass1.iters: 4
  wirelength_microns: 310
clocking:
  clock_latency_ns: 0.24
  clk_pin_slew_ns: 0.04
  cts_root_buffer: "clkbuf_4"
  cts_sinks: 4
  clockBufferDepth: 2
  cts_buffers: 3
  cts_tree: "done"
  cts_hold_buf: 0
  htreeDepth: 1
placement:
  place.gp.congestion: 0.607
  dp.cells: 59
  portBuffers: 3
  placed_cell_area_sq_um: 216
status:
  status: "complete, no violations"
flow_run:
  warning_count: 25
  max-cap-violations: 0
==> stage by stage <==
stage,hold WS (ns),worst slack [ns],power [mW],utilization,TNS [ns]
2_1_floorplan,0.386,0.775,0.119,-,0
3_3_place_gp,0.418,-0.208,0.127,0.0634,-0.208
3_5_place_dp,0.432,-0.242,0.128,0.0634,-0.242
4_1_cts,0.436,0.0256,0.264,0.0696,0
5_1_grt,0.457,0.00598,0.275,0.0703,0
6_report,0.439,0.0357,0.259,0.0703,0
==> worst paths after layout <==
path | startpoint | end | cells past startpoint
setup / recovery | in | z | 3
hold / removal | state[1] | state[0] | 1
setup reg to reg | state[2] | state[2] | 1
hold reg to reg | state[1] | state[0] | 1
==> critical path: stages <==
cell and delay [ns]:
dlygate4sd2_1 0.26, and2_1 0.14, clkdlybuf4s50_1 0.46
==> metal layers <==
| metal | up-vias | track usage | part of all wire |
|---|---|---|---|
| met4 | 0 | 0.00176 | 0 |
| met2 | 9 | 0.00482 | 0.20 |
| met1 | 43 | 0.0106 | 0.35 |
| li1 | 50 | - | - |
| met3 | 0 | 0.0273 | 0.45 |
| met5 | - | 0 | 0 |
==> layout by cell type (no fill, tap or decap), drive strengths merged <==
cell type,count
dfxtp,4
clkbuf,3
clkdlybuf4s50,2
and3b,2
diode,1
o311a,1
nand2b,1
nand3b,1
and2,1
dlygate4sd2,1
==> cell families (layout without fill, tap and decap cells) <==
family / after synthesis / after routing / share of synthesized area
simple gates: 5 / 5 / 0.301
flops: 4 / 4 / 0.621
compound gates: 1 / 1 / 0.0777
other cells: 0 / 1 / 0
buf+inv: 0 / 6 / 0
==> timing repair <==
action	4_1_cts	5_1_grt
gates resized	1	0
buffers inserted	0	0
setup endpoints to repair	1	0
==> power groups by stage <==
stage	clock (mW)	sequential (mW)	combinational, mW
4_1_cts	0.139	0.114	0.0120
5_1_grt	0.148	0.114	0.0129
6_report	0.133	0.114	0.0118
==> final cells by class <==
type | count | area (sq um) | share of cell area
Tap cell | 46 | 57.6 | 0.240
Antenna cell | 1 | 2.50 | 0.0104
Multi-Input combinational cell | 6 | 48.8 | 0.203
Sequential cell | 4 | 80.1 | 0.333
Clock buffer | 3 | 22.5 | 0.0938
Timing Repair Buffer | 3 | 28.8 | 0.120
Power figures rest on the tool's default switching activity, not on a simulated workload.
